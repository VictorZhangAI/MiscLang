File: ./config.mk
export PLATFORM = sky130hd
export DESIGN_NAME = StreamFifo
export DESIGN_NICKNAME = StreamFifo
export VERILOG_FILES = /design/flow/design.v
export SDC_FILE = /design/flow/constraint.sdc
export NUM_CORES = 4
export LEC_CHECK = 1
export CORE_AREA = 10 10 70 70
export DIE_AREA = 0 0 80 80
File: ./constraint.sdc
current_design StreamFifo

set clk_period 1.5
set clk_io_pct 0.2

create_clock -name clk0 -period $clk_period [get_ports {clk}]

set non_clock_inputs [all_inputs -no_clocks]
set_input_delay [expr $clk_period * $clk_io_pct] -clock clk0 $non_clock_inputs
set_output_delay [expr $clk_period * $clk_io_pct] -clock clk0 [all_outputs]
File: ./design.v
`timescale 1ns/1ps 
module StreamFifo (
  input               io_push_valid,
  output reg          io_push_ready,
  input      [7:0]    io_push_payload,
  output              io_pop_valid,
  input               io_pop_ready,
  output     [7:0]    io_pop_payload,
  input               io_flush,
  output     [0:0]    io_occupancy,
  output     [0:0]    io_availability,
  input               clk,
  input               resetn
);
  wire                io_push_m2sPipe_valid;
  wire                io_push_m2sPipe_ready;
  wire       [7:0]    io_push_m2sPipe_payload;
  reg                 io_push_rValid;
  reg        [7:0]    io_push_rData;
  wire                when_Stream_l342;
  always @(*) begin
    io_push_ready = io_push_m2sPipe_ready;
    if(when_Stream_l342) begin
      io_push_ready = 1'b1;
    end
  end
  assign when_Stream_l342 = (! io_push_m2sPipe_valid);
  assign io_push_m2sPipe_valid = io_push_rValid;
  assign io_push_m2sPipe_payload = io_push_rData;
  assign io_pop_valid = io_push_m2sPipe_valid;
  assign io_push_m2sPipe_ready = io_pop_ready;
  assign io_pop_payload = io_push_m2sPipe_payload;
  assign io_occupancy = io_pop_valid;
  assign io_availability = (! io_pop_valid);
  always @(posedge clk or negedge resetn) begin
    if(!resetn) begin
      io_push_rValid <= 1'b0;
    end else begin
      if(io_push_ready) begin
        io_push_rValid <= io_push_valid;
      end
      if(io_flush) begin
        io_push_rValid <= 1'b0;
      end
    end
  end
  always @(posedge clk) begin
    if(io_push_ready) begin
      io_push_rData <= io_push_payload;
    end
  end
endmodule
File: ./run.sh
#!/bin/bash
# OpenROAD 26Q1-2900-gdf79404cd8, Yosys 0.63+post, stock flow scripts
make -C /OpenROAD-flow-scripts/flow DESIGN_CONFIG=/design/flow/config.mk WORK_HOME=/design/flow/orfs finish
==> impl_metrics.tcl <==
# flow metrics
set metrics [dict create \
    status "completed" \
    ys.flops 9 \
    worstReg2RegStart "io_push_rValid" \
    gp_congestion 0.626 \
    topCellsByArea "edfxtp_1 (79%), dfrtp_1 (8.3%), nand2b_4 (4.5%), a21oi_2 (2.9%), buf_4 (2.5%)" \
    cts_made_buffers 3 \
    clk_pin_slew_worst_paths_ps 60 \
    cts_num_sinks 9 \
    vias 217 \
    wl_per_cell_um 9.58 \
    post-synth-top-area-cell "edfxtp_1" \
    wl_met3_um 48 \
    fp_util_pct 8.86 \
    rr_endpoint "io_push_rData[6]" \
    required_ps 1200 \
    die_h_um 80 \
    max-slew-margin-rel_pct 91.4 \
    cp_max_fo 4 \
    port_buffers 24 \
    yosysSeqAreaShare_pct 87.6 \
    setup_tns_ps 0 \
    antenna_cells 0 \
    cts_tree "yes" \
    slowest_stage "clkdlybuf4s50_1" \
    p_leak_nw 0.234 \
    path_class "reg -> out" \
    instances_no_fill 89 \
    layout_top_cells "clkdlybuf4s50_1 (22), edfxtp_1 (8), clkbuf_4 (3)" \
    io_pins 25 \
    grt_util_all_layers_pct 2.65 \
    drc 0 \
    cts-root-buf "clkbuf_4" \
    synth_top_area_share_pct 79.3 \
    final_cell_area_um2 637 \
    rsz0062_at_grt "no" \
    final.setup.worst_slack_ps 83.2 \
    crit_path_end_kind "output pin" \
    tool_warnings 25 \
    dpl.cell_count 84 \
    place_worst_setup_slack_ps -139 \
    crit_buf_inv 1 \
    final_common_cell "clkdlybuf4s50_1" \
    clock_path_buffers 2 \
    viasPerCell 2.44 \
    design.die.area_um2 6400 \
    fin_crit_sh_pct 94.5 \
    highest_layer "met3" \
    hold_class "in -> async" \
    drt_iter0_drc 2 \
    power_mw 0.557 \
    routed_wl_um 853 \
    r2r_slack_ps 400 \
    crit_chain "clkdlybuf4s50_1" \
    grt_overflow 0 \
    yosysUniqueCellTypes 6 \
    hold_slack_ps 187 \
    area_growth_pct 110 \
    finalSetupViolCount 0 \
    cp_data_arrival_time_ps 1120 \
    hold_viol_final 0 \
    layout-drive-gt1-share_pct 20.9 \
    antenna_found_initial 0 \
    cts-htree-levels 1 \
    yosys_area_um2 303 \
    utilization_pct 18.6 \
    worst_pin_slew_ps 129 \
    grt_pass1_vias 268 \
    design.core.area_um2 3420 \
    fmax_mhz 706 \
    vdd_ir_drop_max_uv 152 \
    drtPass1Iterations 2 \
    drtAntennaViolNets 0 \
    finalClockSkew_ps 4.50 \
    fp-row-count 21 \
    powerDensity_nw_per_um2 875 \
    max_stage_delay_ps 480 \
    die_w_um 80 \
    critPathTopFamily "buffers and inverters" \
    grt_pass1_wl_mm 1.36 \
    worst-r2r-cell-count 3 \
    layout_min_cycle_time_ps 1420 \
    wl_met2_um 482 \
    synth_cells 14 \
    syn-cell-area_um2 303 \
    drt-met1-wl_um 323 \
    start_kind "register" \
    cap_violations 0 \
    grt_max_degree 10 \
    clkLatencyLatePin_ps 250 \
    slew_violations 0 \
    avgSynthCellArea_um2 21.6 \
    ys_cells 14 \
    yosys_warnings 1 \
    placed_area_um2 601 \
]
[what timing repair did]
action / CTS / global route
hold buffers: 0 / 0
resized: 3 / 1
endpoints found under the setup margin: 4 / 1
setup buffers: 1 / 0
hold endpoints to repair: 0 / 0
gates cloned: 0 / 0
[Yosys cell counts]
master / count
a21oi_2: 1
buf_4: 1
dfrtp_1: 1
edfxtp_1: 8
inv_1: 2
nand2b_4: 1
[state kept, by name (all words and copies together) (netlist names)]
name            cells
io_push_rData       8
io_push_rValid      1
[worst reg2reg max path: stages, from the launching register on]
cell and delay, ps:
dfrtp_2 430, buf_4 150, nand2b_4 50, buf_4 170
[kinds of logic (layout without fill, tap and decap cells)]
kind of cell / after synthesis / count (layout) / share of synthesized area, %
compound gates: 1 / 1 / 2.89
flops: 9 / 9 / 87.6
buf+inv: 3 / 32 / 4.96
simple gates: 1 / 1 / 4.54
[power by group]
part,switching (mW),internal [mW]
Sequential,0.00549,0.292
Combinational,0.0152,0.0651
Clock,0.0773,0.102
[layer usage]
layer / track usage [%] / vias to the layer above
met5: 0 / -
met4: 0.704 / 0
met3: 1.14 / 0
met2: 4.49 / 7
met1: 2.96 / 103
li1: - / 107
[final cells by class]
cell class,instances,area (um^2)
fill,389,2780
sequential,9,267
timing repair buffer,26,256
tap,46,57.6
clock buffer,4,26.3
multi-input combinational,2,22.5
inverter,2,7.51
[worst max path at each step]
stage                     startpoint                  to  slack (ps)  depth (start not counted)
after CTS             io_push_rValid  io_availability[0]           5                          2
final                 io_push_rValid     io_occupancy[0]          80                          1
after global routing  io_push_rValid     io_occupancy[0]          30                          1
