==> design/flow/config.mk <==
export PLATFORM = sky130hd
export DESIGN_NAME = MyRGB
export DESIGN_NICKNAME = MyRGB
export VERILOG_FILES = /design/flow/design.v
export SDC_FILE = /design/flow/constraint.sdc
export NUM_CORES = 4
export LEC_CHECK = 1
export CORE_AREA = 10 10 107 107
export DIE_AREA = 0 0 117 117
==> design/flow/constraint.sdc <==
current_design MyRGB

set clk_period 2.3
set clk_io_pct 0.2

create_clock -name clk0 -period $clk_period [get_ports {clk}]

set non_clock_inputs [all_inputs -no_clocks]
set_input_delay [expr $clk_period * $clk_io_pct] -clock clk0 $non_clock_inputs
set_output_delay [expr $clk_period * $clk_io_pct] -clock clk0 [all_outputs]
==> design/flow/design.v <==
`timescale 1ns/1ps 
module MyRGB (
  input               source_valid,
  output              source_ready,
  input      [7:0]    source_payload_red,
  input      [7:0]    source_payload_green,
  input      [7:0]    source_payload_blue,
  output              sink_valid,
  input               sink_ready,
  output     [7:0]    sink_payload_red,
  output     [7:0]    sink_payload_green,
  output     [7:0]    sink_payload_blue,
  input               clk,
  input               resetn
);
  wire                source_s2mPipe_valid;
  reg                 source_s2mPipe_ready;
  wire       [7:0]    source_s2mPipe_payload_red;
  wire       [7:0]    source_s2mPipe_payload_green;
  wire       [7:0]    source_s2mPipe_payload_blue;
  reg                 source_rValid;
  reg        [7:0]    source_rData_red;
  reg        [7:0]    source_rData_green;
  reg        [7:0]    source_rData_blue;
  wire                source_s2mPipe_m2sPipe_valid;
  wire                source_s2mPipe_m2sPipe_ready;
  wire       [7:0]    source_s2mPipe_m2sPipe_payload_red;
  wire       [7:0]    source_s2mPipe_m2sPipe_payload_green;
  wire       [7:0]    source_s2mPipe_m2sPipe_payload_blue;
  reg                 source_s2mPipe_rValid;
  reg        [7:0]    source_s2mPipe_rData_red;
  reg        [7:0]    source_s2mPipe_rData_green;
  reg        [7:0]    source_s2mPipe_rData_blue;
  wire                when_Stream_l342;
  assign source_ready = (! source_rValid);
  assign source_s2mPipe_valid = (source_valid || source_rValid);
  assign source_s2mPipe_payload_red = (source_rValid ? source_rData_red : source_payload_red);
  assign source_s2mPipe_payload_green = (source_rValid ? source_rData_green : source_payload_green);
  assign source_s2mPipe_payload_blue = (source_rValid ? source_rData_blue : source_payload_blue);
  always @(*) begin
    source_s2mPipe_ready = source_s2mPipe_m2sPipe_ready;
    if(when_Stream_l342) begin
      source_s2mPipe_ready = 1'b1;
    end
  end
  assign when_Stream_l342 = (! source_s2mPipe_m2sPipe_valid);
  assign source_s2mPipe_m2sPipe_valid = source_s2mPipe_rValid;
  assign source_s2mPipe_m2sPipe_payload_red = source_s2mPipe_rData_red;
  assign source_s2mPipe_m2sPipe_payload_green = source_s2mPipe_rData_green;
  assign source_s2mPipe_m2sPipe_payload_blue = source_s2mPipe_rData_blue;
  assign sink_valid = source_s2mPipe_m2sPipe_valid;
  assign source_s2mPipe_m2sPipe_ready = sink_ready;
  assign sink_payload_red = source_s2mPipe_m2sPipe_payload_red;
  assign sink_payload_green = source_s2mPipe_m2sPipe_payload_green;
  assign sink_payload_blue = source_s2mPipe_m2sPipe_payload_blue;
  always @(posedge clk or negedge resetn) begin
    if(!resetn) begin
      source_rValid <= 1'b0;
      source_s2mPipe_rValid <= 1'b0;
    end else begin
      if(source_valid) begin
        source_rValid <= 1'b1;
      end
      if(source_s2mPipe_ready) begin
        source_rValid <= 1'b0;
      end
      if(source_s2mPipe_ready) begin
        source_s2mPipe_rValid <= source_s2mPipe_valid;
      end
    end
  end
  always @(posedge clk) begin
    if(source_ready) begin
      source_rData_red <= source_payload_red;
      source_rData_green <= source_payload_green;
      source_rData_blue <= source_payload_blue;
    end
    if(source_s2mPipe_ready) begin
      source_s2mPipe_rData_red <= source_s2mPipe_payload_red;
      source_s2mPipe_rData_green <= source_s2mPipe_payload_green;
      source_s2mPipe_rData_blue <= source_s2mPipe_payload_blue;
    end
  end
endmodule
==> design/flow/run.sh <==
#!/bin/bash
# OpenROAD 26Q1-2900-gdf79404cd8, Yosys 0.63+post, stock flow scripts
make -C /OpenROAD-flow-scripts/flow DESIGN_CONFIG=/design/flow/config.mk WORK_HOME=/design/flow/orfs finish
==> deck_impl_summary.md <==
Flow Results at a Glance

Run status
  – Status: finished, final reports clean

Clock tree
  – CTS H-tree lvls: 2
  – TritonCTS Buffers: 5
  – Clock slew at reported path FFs: roughly 90 ps
  – CTS Buffer Depth: 2
  – Worst skew pair latency: around 300 ps
  – Cts repair resizes: 0
  – Hold_buf cts: 0
  – Post-CTS Setup Repair Bufs: 0
  – Root Driver: clkbuf_8
  – CTS sink cnt: 50
  – CTS tree: built

Worst setup path
  – WS Path Type: reg2out
  – Buffers & Inverters on Critical Path: 2
  – Worst-path fanout max: 11
  – Reg2Reg Setup Slack: 730 ps
  – R2R depth: 2
  – Worst setup EP type: output port
  – CP top delay family: buffers and inverters
  – Worst Path Required: between 1500 and 2000 ps
  – Startpoint types: register
  – Worst R2R Start: source_rValid
  – Worst path cell trace: inv_1 -> clkdlybuf4s50_1
  – RR Endpoint: source_s2mPipe_rData_red[7]
  – Critical path's slowest cell: dfrtp_2
  – CP arrival: about 1400 ps
  – Critical Path Max Stage Delay: 540 ps

Flow run
  – OpenROAD warning count: 25
  – Max Cap Viol: 0

STA
  – Setup repair after global routing missed its margin: false
  – Clk_skew: slightly below 7 ps
  – Setup_tns: 0 ps
  – Final WS setup: 444.4 ps
  – Setup violations, final: 0
  – Fin. max-slew vios: 0
  – Achievable Freq: between 500 and 600 MHz
  – Worst Tran Pin Value: 333.8 ps
  – Fin crit share: between 80% and 90%
  – Final Hold Fails: 0
  – Final Critical Period: ~1900 ps
  – Slew Limit Headroom: between 70 and 80%

Synthesis
  – Synth async-reset ratio: 4.000%
  – YS chip area: between 1500 and 2000 um^2
  – Post-Syn Instances: 82
  – Top_reg_cell synth: edfxtp_1
  – Syn Std Cell Area: about 1700 um^2
  – Syn_area_per_cell: 20.26 um^2
  – Top cells by area: edfxtp_1 (43%), dfxtp_1 (29%), mux2_4 (16%)
  – Number of enable flip-flop cells: 24
  – Dominant cell area share: between 40% and 50%
  – Yosys warns: 1
  – Yosys cell types: 11
  – Synth Seq Share: 75.30%
  – Leading area contributor after synthesis: edfxtp_1
  – Flops after synth: about 50
  – Ys cells: 82
  – Commonest cells post-synth: dfxtp_1 (24), edfxtp_1 (24), mux2_4 (18)

Drt
  – Post-route antenna net violation count: 0
  – DRC violations left: 0
  – Antenna Diode Count: 0
  – Vias/cell: roughly 3.3
  – Average wire per standard cell: around 13 um
  – DRT iter0 DRCs: 20
  – WL final: 3195 um
  – Pre-antenna DRT Iters: 4
  – Vias: 844

Global route
  – Largest net degree at the start of global routing: 17
  – Initial antenna violation count: 0
  – Gr ovfl total: 0
  – Number of global-route vias before repair: a little over 900
  – Global-route wire length before repair: 5023 um
  – Total GRT Usage: just under 5%

Layout
  – Share of post-route cells with drive strength above 1: around a quarter
  – Final Cell Area: about 2400 um^2
  – Post-synthesis to final-layout area growth: 43.90%
  – Utilization after layout: a little over a quarter

Power and ir drop
  – Leakage: approximately 0.89 nW
  – Pwr/cell area: around 750 nW/um^2
  – VDD IR-drop max: 0.2326 mV

Floorplan
  – Die x size: ~120 um
  – Num rows: 35
  – Fp util: around 18%
  – Die Height: about 120 um
  – Die area: between 10,000 and 15,000 um^2
  – Core box area: just over 9000 um^2
  – # IOs: about 54

Placed design
  – Port buffer count: 53
  – Pre-CTS WS: ~670 ps
  – Post-DP HPWL: approximately 2300 um
  – Placer congestion estimate: 0.7001
  – Placed cell areas: between 2000 and 2500 um^2

Hold path
  – Hold Crit Class: in2async
[final cells by class]
class / count / area, um^2
fill: 942 / 6805
inverter: 1 / 3.754
multi-input combinational: 28 / 355.3
clock inverter: 2 / 15.01
timing repair buffer: 56 / 553.0
clock buffer: 6 / 72.57
tap: 111 / 138.9
sequential: 50 / 1252
[report_power, final]
part | internal [mW] | switching, mW | total, mW
logic | 0.178 | 0.0598 | 0.237
registers | 1.04 | 0.0308 | 1.07
clock network | 0.215 | 0.285 | 0.499
total | 1.43 | 0.375 | 1.80
[state kept, by name (all words and copies together), names as in the netlist]
register                    cells
source_rData_blue               8
source_rData_green              8
source_rData_red                8
source_s2mPipe_rData_blue       8
source_s2mPipe_rData_green      8
source_s2mPipe_rData_red        8
source_rValid                   1
source_s2mPipe_rValid           1
[kinds of logic after synthesis]
| kind of cell | count (synthesis) | synth area share [%] |
|---|---|---|
| mux | 24 | 20.33 |
| buf+inv | 4 | 3.313 |
| flops | 50 | 75.30 |
| simple gates | 4 | 1.054 |
[layout by cell type (no fill, tap or decap), drive strengths merged]
master,netlist,routed
nand2b,1,1
edfxtp,24,24
dfrtp,2,2
inv,1,1
dfxtp,24,24
nand2,1,1
clkbuf,0,6
nor2,2,2
clkinvlp,0,2
buf,3,3
mux2,24,24
clkdlybuf4s50,0,53
[stage by stage]
stage	cells	total power, mW	hold WS [ps]
after CTS	254	1.844	305.1
final	254	1.804	313.5
after global routing	254	1.901	300.1
after global placement	246	1.330	452.5
after floorplan	82	1.176	164.4
after detailed placement	246	1.332	454.9
[per-layer routing]
metal	vias to the layer above	GRT usage, %	part of all wire, %
li1	410	-	-
met1	394	6.305	44
met2	36	7.049	42
met3	4	2.735	13
met4	0	0.5766	1.1
met5	-	0	0
[how the worst max path moves through the flow]
stage	cells past startpoint	to	from	slack (ps)
after global routing	2	source_ready	source_rValid	340
after CTS	2	source_ready	source_rValid	420
final	2	source_ready	source_rValid	440
[worst register-to-register path: stages (launching register included)]
cell and delay (ps):
dfrtp_2 580, buf_4 360, mux2_2 390
Power is estimated from default activity; no workload was simulated.
