**run.sh**
```bash
#!/bin/bash
# OpenROAD 26Q1-2900-gdf79404cd8, Yosys 0.63+post, stock flow scripts
make -C /OpenROAD-flow-scripts/flow DESIGN_CONFIG=/design/flow/config.mk WORK_HOME=/design/flow/orfs finish
```
**config.mk**
```make
export PLATFORM = sky130hd
export DESIGN_NAME = Filter
export DESIGN_NICKNAME = Filter
export VERILOG_FILES = /design/flow/design.v
export SDC_FILE = /design/flow/constraint.sdc
export NUM_CORES = 4
export LEC_CHECK = 1
export CORE_UTILIZATION = 30
```
**constraint.sdc**
```tcl
current_design Filter

set clk_period 1.3
set clk_io_pct 0.2

create_clock -name clk0 -period $clk_period [get_ports {clk}]
create_clock -name clk1 -period $clk_period [get_ports {smp_clk}]

set non_clock_inputs [all_inputs -no_clocks]
set_input_delay [expr $clk_period * $clk_io_pct] -clock clk0 $non_clock_inputs
set_output_delay [expr $clk_period * $clk_io_pct] -clock clk0 [all_outputs]
```
**design.v**
```verilog
`timescale 1ns/1ps 
module Filter (
  input               din_valid,
  input      [31:0]   din_payload,
  output              dout_valid,
  output     [31:0]   dout_payload,
  input               flush,
  input               smp_clk,
  input               smp_resetn,
  input               clk
);
  wire                u_fifo_in_io_push_ready;
  wire                u_fifo_in_io_pop_valid;
  wire       [31:0]   u_fifo_in_io_pop_payload;
  wire       [3:0]    u_fifo_in_io_pushOccupancy;
  wire       [3:0]    u_fifo_in_io_popOccupancy;
  wire                din_toStream_valid;
  wire                din_toStream_ready;
  wire       [31:0]   din_toStream_payload;
  StreamFifoCC u_fifo_in (
    .io_push_valid       (din_toStream_valid               ),  
    .io_push_ready       (u_fifo_in_io_push_ready          ),  
    .io_push_payload     (din_toStream_payload[31:0]       ),  
    .io_pop_valid        (u_fifo_in_io_pop_valid           ),  
    .io_pop_ready        (1'b1                             ),  
    .io_pop_payload      (u_fifo_in_io_pop_payload[31:0]   ),  
    .io_pushOccupancy    (u_fifo_in_io_pushOccupancy[3:0]  ),  
    .io_popOccupancy     (u_fifo_in_io_popOccupancy[3:0]   ),  
    .smp_clk             (smp_clk                          ),  
    .smp_resetn          (smp_resetn                       ),  
    .clk                 (clk                              )   
  );
  assign din_toStream_valid = din_valid;
  assign din_toStream_payload = din_payload;
  assign din_toStream_ready = u_fifo_in_io_push_ready;
  assign dout_valid = u_fifo_in_io_pop_valid;
  assign dout_payload = u_fifo_in_io_pop_payload;
endmodule
module StreamFifoCC (
  input               io_push_valid,
  output              io_push_ready,
  input      [31:0]   io_push_payload,
  output              io_pop_valid,
  input               io_pop_ready,
  output     [31:0]   io_pop_payload,
  output     [3:0]    io_pushOccupancy,
  output     [3:0]    io_popOccupancy,
  input               smp_clk,
  input               smp_resetn,
  input               clk
);
  reg        [31:0]   t_ram_port1;
  wire       [3:0]    popToPushGray_buffercc_io_dataOut;
  wire                bufferCC_3_io_dataOut;
  wire       [3:0]    pushToPopGray_buffercc_io_dataOut;
  wire       [3:0]    t_pushCC_pushPtrGray;
  wire       [2:0]    t_ram_port;
  wire       [3:0]    t_popCC_popPtrGray;
  wire       [2:0]    t_ram_port_1;
  wire                t_ram_port_2;
  wire       [2:0]    t_io_pop_payload_1;
  wire                t_io_pop_payload_2;
  reg                 t_1;
  wire       [3:0]    popToPushGray;
  wire       [3:0]    pushToPopGray;
  reg        [3:0]    pushCC_pushPtr;
  wire       [3:0]    pushCC_pushPtrPlus;
  wire                io_push_fire;
  reg        [3:0]    pushCC_pushPtrGray;
  wire       [3:0]    pushCC_popPtrGray;
  wire                pushCC_full;
  wire                io_push_fire_1;
  wire                t_io_pushOccupancy;
  wire                t_io_pushOccupancy_1;
  wire                t_io_pushOccupancy_2;
  wire                smp_resetn_syncronized;
  reg        [3:0]    popCC_popPtr;
  wire       [3:0]    popCC_popPtrPlus;
  wire                io_pop_fire;
  reg        [3:0]    popCC_popPtrGray;
  wire       [3:0]    popCC_pushPtrGray;
  wire                popCC_empty;
  wire                io_pop_fire_1;
  wire       [3:0]    t_io_pop_payload;
  wire                io_pop_fire_2;
  wire                t_io_popOccupancy;
  wire                t_io_popOccupancy_1;
  wire                t_io_popOccupancy_2;
  reg [31:0] ram [0:7];
  assign t_pushCC_pushPtrGray = (pushCC_pushPtrPlus >>> 1'b1);
  assign t_ram_port = pushCC_pushPtr[2:0];
  assign t_popCC_popPtrGray = (popCC_popPtrPlus >>> 1'b1);
  assign t_io_pop_payload_1 = t_io_pop_payload[2:0];
  assign t_io_pop_payload_2 = 1'b1;
  always @(posedge smp_clk) begin
    if(t_1) begin
      ram[t_ram_port] <= io_push_payload;
    end
  end
  always @(posedge clk) begin
    if(t_io_pop_payload_2) begin
      t_ram_port1 <= ram[t_io_pop_payload_1];
    end
  end
  BufferCC popToPushGray_buffercc (
    .io_dataIn     (popToPushGray[3:0]                      ),  
    .io_dataOut    (popToPushGray_buffercc_io_dataOut[3:0]  ),  
    .smp_clk       (smp_clk                                 ),  
    .smp_resetn    (smp_resetn                              )   
  );
  BufferCC_1 bufferCC_3 (
    .io_dataIn     (1'b1                   ),  
    .io_dataOut    (bufferCC_3_io_dataOut  ),  
    .clk           (clk                    ),  
    .smp_resetn    (smp_resetn             )   
  );
  BufferCC_2 pushToPopGray_buffercc (
    .io_dataIn                 (pushToPopGray[3:0]                      ),  
    .io_dataOut                (pushToPopGray_buffercc_io_dataOut[3:0]  ),  
    .clk                       (clk                                     ),  
    .smp_resetn_syncronized    (smp_resetn_syncronized                  )   
  );
  always @(*) begin
    t_1 = 1'b0;
    if(io_push_fire_1) begin
      t_1 = 1'b1;
    end
  end
  assign pushCC_pushPtrPlus = (pushCC_pushPtr + 4'b0001);
  assign io_push_fire = (io_push_valid && io_push_ready);
  assign pushCC_popPtrGray = popToPushGray_buffercc_io_dataOut;
  assign pushCC_full = ((pushCC_pushPtrGray[3 : 2] == (~ pushCC_popPtrGray[3 : 2])) && (pushCC_pushPtrGray[1 : 0] == pushCC_popPtrGray[1 : 0]));
  assign io_push_ready = (! pushCC_full);
  assign io_push_fire_1 = (io_push_valid && io_push_ready);
  assign t_io_pushOccupancy = (pushCC_popPtrGray[1] ^ t_io_pushOccupancy_1);
  assign t_io_pushOccupancy_1 = (pushCC_popPtrGray[2] ^ t_io_pushOccupancy_2);
  assign t_io_pushOccupancy_2 = pushCC_popPtrGray[3];
  assign io_pushOccupancy = (pushCC_pushPtr - {t_io_pushOccupancy_2,{t_io_pushOccupancy_1,{t_io_pushOccupancy,(pushCC_popPtrGray[0] ^ t_io_pushOccupancy)}}});
  assign smp_resetn_syncronized = bufferCC_3_io_dataOut;
  assign popCC_popPtrPlus = (popCC_popPtr + 4'b0001);
  assign io_pop_fire = (io_pop_valid && io_pop_ready);
  assign popCC_pushPtrGray = pushToPopGray_buffercc_io_dataOut;
  assign popCC_empty = (popCC_popPtrGray == popCC_pushPtrGray);
  assign io_pop_valid = (! popCC_empty);
  assign io_pop_fire_1 = (io_pop_valid && io_pop_ready);
  assign t_io_pop_payload = (io_pop_fire_1 ? popCC_popPtrPlus : popCC_popPtr);
  assign io_pop_payload = t_ram_port1;
  assign io_pop_fire_2 = (io_pop_valid && io_pop_ready);
  assign t_io_popOccupancy = (popCC_pushPtrGray[1] ^ t_io_popOccupancy_1);
  assign t_io_popOccupancy_1 = (popCC_pushPtrGray[2] ^ t_io_popOccupancy_2);
  assign t_io_popOccupancy_2 = popCC_pushPtrGray[3];
  assign io_popOccupancy = ({t_io_popOccupancy_2,{t_io_popOccupancy_1,{t_io_popOccupancy,(popCC_pushPtrGray[0] ^ t_io_popOccupancy)}}} - popCC_popPtr);
  assign pushToPopGray = pushCC_pushPtrGray;
  assign popToPushGray = popCC_popPtrGray;
  always @(posedge smp_clk or negedge smp_resetn) begin
    if(!smp_resetn) begin
      pushCC_pushPtr <= 4'b0000;
      pushCC_pushPtrGray <= 4'b0000;
    end else begin
      if(io_push_fire) begin
        pushCC_pushPtrGray <= (t_pushCC_pushPtrGray ^ pushCC_pushPtrPlus);
      end
      if(io_push_fire_1) begin
        pushCC_pushPtr <= pushCC_pushPtrPlus;
      end
    end
  end
  always @(posedge clk or negedge smp_resetn_syncronized) begin
    if(!smp_resetn_syncronized) begin
      popCC_popPtr <= 4'b0000;
      popCC_popPtrGray <= 4'b0000;
    end else begin
      if(io_pop_fire) begin
        popCC_popPtrGray <= (t_popCC_popPtrGray ^ popCC_popPtrPlus);
      end
      if(io_pop_fire_2) begin
        popCC_popPtr <= popCC_popPtrPlus;
      end
    end
  end
endmodule
module BufferCC_2 (
  input      [3:0]    io_dataIn,
  output     [3:0]    io_dataOut,
  input               clk,
  input               smp_resetn_syncronized
);
  (* async_reg = "true" *) reg        [3:0]    buffers_0;
  (* async_reg = "true" *) reg        [3:0]    buffers_1;
  assign io_dataOut = buffers_1;
  always @(posedge clk or negedge smp_resetn_syncronized) begin
    if(!smp_resetn_syncronized) begin
      buffers_0 <= 4'b0000;
      buffers_1 <= 4'b0000;
    end else begin
      buffers_0 <= io_dataIn;
      buffers_1 <= buffers_0;
    end
  end
endmodule
module BufferCC_1 (
  input               io_dataIn,
  output              io_dataOut,
  input               clk,
  input               smp_resetn
);
  (* async_reg = "true" *) reg                 buffers_0;
  (* async_reg = "true" *) reg                 buffers_1;
  assign io_dataOut = buffers_1;
  always @(posedge clk or negedge smp_resetn) begin
    if(!smp_resetn) begin
      buffers_0 <= 1'b0;
      buffers_1 <= 1'b0;
    end else begin
      buffers_0 <= io_dataIn;
      buffers_1 <= buffers_0;
    end
  end
endmodule
module BufferCC (
  input      [3:0]    io_dataIn,
  output     [3:0]    io_dataOut,
  input               smp_clk,
  input               smp_resetn
);
  (* async_reg = "true" *) reg        [3:0]    buffers_0;
  (* async_reg = "true" *) reg        [3:0]    buffers_1;
  assign io_dataOut = buffers_1;
  always @(posedge smp_clk or negedge smp_resetn) begin
    if(!smp_resetn) begin
      buffers_0 <= 4'b0000;
      buffers_1 <= 4'b0000;
    end else begin
      buffers_0 <= io_dataIn;
      buffers_1 <= buffers_0;
    end
  end
endmodule
```
==> GITHUB_STEP_SUMMARY <==
## PnR job results

| Metric | Value |
|---|---|
| LEAKAGE | 6.55 nW |
| Mapped Area | 0.0132 mm² |
| Chip Area, Yosys | 0.0132 mm² |
| Area Growth Syn to Fin | 41.8% |
| PD cells | 2970 mW/mm² |
| Top Layout Cells | 256 x edfxtp_1, 99 x buf_4, 64 x mux4_2, 58 x buf_12, 46 x a221oi_2 |
| Layout cells sized above 1 | 44.8% |
| Outcome | complete, but fails checks |
| Io pins | 70 |
| Delay of the slowest critical-path stage | 0.42 ns |
| Pre-CTS setup slack | -0.880 ns |
| DR pass1 iterations | 4 |
| Routed WL | 35000 µm |
| Std-Cell Core Area | 0.0433 mm² |
| Post-route cell area | 0.0188 mm² |
| Final setup violation count | 303 |
| Max IR drop VDD | 2.05 mV |
| Total gr overflow | 0 |
| DR WL/cell | 21.8 µm |
| Number of I/O port buffers | 67 |
| Post-synth seq share | 69.0% |
| Vias/cell | 4.99 |
| Post-route DRC | 0 |
| Clock transition at path regs | 0.08 ns |
| Worst min path class | input port to async pin |
| Crit path max fanout | 6 |
| P_int | 0.0367 W |
| WS Path Type | flip-flop to primary output |
| Synth Instances | 745 |
| Largest net degree at the start of global routing | 26 |
| Power share of the sequential group | 26.4% |
| Clock group share of total power | 18.0% |
| Hold Violations, Final | 0 |
| Antenna Cells | 0 |
| Die width | 212 µm |
| CTS sink cnt | 320 |
| Max Cap Violations | 0 |
| Cells along the critical path | xnor2_2 -> and4_4 -> inv_4 -> buf_12 -> clkdlybuf4s50_1 |
| Cells in synth_stat.txt | 745 |
| Dominant Register Cell | edfxtp_1 |
| RSZ-0062 raised after global routing | true |
| Critical path startpoint category | flip-flop |
| HPWL Detailed | 19900 µm |
| Critical Path RT | 1.04 ns |
| Tool warning count | 30 |
| Syn Area/Cell | 17.8 µm² |
| Yosys warns | 4 |
| Initial antenna violation count | 1 |
| Worst setup EP type | primary output |
| Vias | 7991 |
| Max-slew violations | 0 |
| Tot GR Track Use | 17.1% |
| Asr flop ratio synth | 10.0% |
| First DRT Iteration DRCs | 385 |
| Most frequent logic cell in the layout | edfxtp_1 |
| Switching part of the total | 34.1% |
| CTS tree | yes |
| CTS Hold Buffers Added | 0 |
| Floorplan Utilization | 30.6% |
| Die ar. | 0.0450 mm² |
| Row cnt | 76 |
| Setup TNS | -189.41 ns |
| First-pass GRT wire length | 52600 µm |
| RePlAce Congestion | 0.810 |
| Count of library flops with an enable pin | 256 |
| Final ANT Viol Nets | 0 |
| Distinct lib cells | 38 |
| Instance area at placement | 0.0162 mm² |
| Vias in the first global route | 8779 |
| Critical Path AT | 1.80 ns |
| Comb pwr share | 55.6% |
| Final Skew | 0.0140 ns |
| P_sw | 0.0190 W |
| Synth Register Bits | 320 |
| Failing checks | setup timing |
| Slowest stage cell on the critical path | dfrtp_1 |
| Chip height | 212 µm |
| Worst Setup Slack, final | -0.764 ns |
==> cell usage after synthesis, types with 2 or more instances <==
| library cell | number | area (µm²) |
|---|---|---|
| buf_6 | 5 | 56.3 |
| nand3_1 | 32 | 160 |
| clkbuf_1 | 33 | 124 |
| o211ai_1 | 2 | 15.0 |
| buf_1 | 2 | 7.51 |
| ha_1 | 2 | 25.0 |
| mux2i_1 | 64 | 641 |
| dfrtp_1 | 32 | 801 |
| nor3_1 | 2 | 10.0 |
| a221oi_2 | 17 | 255 |
| xor2_1 | 7 | 61.3 |
| buf_2 | 15 | 75.1 |
| xnor2_1 | 15 | 131 |
| nor2_1 | 9 | 33.8 |
| inv_1 | 3 | 11.3 |
| buf_4 | 4 | 30.0 |
| nand2_1 | 13 | 48.8 |
| a31oi_1 | 32 | 200 |
| nand2b_1 | 4 | 25.0 |
| and2_1 | 33 | 206 |
| o21ai_0 | 7 | 35.0 |
| mux4_2 | 64 | 1440 |
| a221oi_1 | 47 | 412 |
| edfxtp_1 | 256 | 7690 |
| dfxtp_1 | 32 | 641 |
==> layer usage <==
metal / GRT usage (%) / share of wire [%]
met1: 21.9 / 38
met2: 25.7 / 47
met3: 9.91 / 12
met4: 3.80 / 2.4
met5: 0.779 / 0.16
==> path summary, 6_finish.rpt <==
check	from	end	slack (ns)	cells after the start
max reg2reg	u_fifo_in.popToPushGray_buffercc.buffers_1[2]	u_fifo_in.ram[0][21]	-0.76	8
max	u_fifo_in.popCC_popPtrGray[3]	dout_valid	-0.76	5
min	smp_resetn	u_fifo_in.pushCC_pushPtr[0]	0.03	2
min reg2reg	u_fifo_in.bufferCC_3.buffers_1	u_fifo_in.popCC_popPtr[2]	0.18	1
max in group clk1	u_fifo_in.popToPushGray_buffercc.buffers_1[2]	u_fifo_in.ram[0][21]	-0.76	8
max in group asynchronous	smp_resetn	u_fifo_in.bufferCC_3.buffers_1	0.86	2
min in group clk1	u_fifo_in.popCC_popPtrGray[0]	u_fifo_in.popToPushGray_buffercc.buffers_0[0]	0.32	1
min in group clk0	u_fifo_in.bufferCC_3.buffers_0	u_fifo_in.bufferCC_3.buffers_1	0.35	0
==> cell type report <==
class,count,area (µm²)
Fill cell,3661,24500
Sequential cell,320,9160
Multi-Input combinational cell,362,4440
Timing Repair Buffer,271,3280
Clock buffer,37,862
Tap cell,585,732
Clock inverter,24,268
Inverter,4,17.5
==> power groups by stage <==
stage / clock [W] / combinational, W / sequential, W
CTS: 0.0102 / 0.0300 / 0.0147
global route: 0.0107 / 0.0329 / 0.0149
finish: 0.0100 / 0.0309 / 0.0147
==> cells by family after synthesis <==
logic type,count (synthesis),share of synthesized area [%]
buffers and inverters,63,2.33
XOR/XNOR,23,1.58
other,1,0.0283
AND/OR/NAND/NOR,97,3.88
AND-OR/OR-AND,110,7.20
adder cells (fa/ha/maj),2,0.189
multiplexers,129,15.8
flip-flops,320,69.0
==> through the flow <==
step	total power [W]	hold WS, ns	utilization (%)	std cells
finish	0.0557	0.0322	43.4	1603
global route	0.0584	0.0466	43.4	1603
CTS	0.0549	0.0244	42.8	1597
detailed placement	0.0395	0.189	37.4	1483
global placement	0.0394	0.184	37.4	1483
floorplan	0.0287	-0.0356	-	745
==> critical path, delay by kind of cell (launching register included) <==
kind / cells / cell delay (ns)
flops: 1 / 0.42
xor+xnor: 1 / 0.19
buf+inv: 3 / 0.59
simple gates: 1 / 0.28
==> flip-flops by register name, summed over array words and instances, names as in the netlist <==
name	flops
u_fifo_in.pushToPopGray_buffercc.buffers_1	4
u_fifo_in.popCC_popPtrGray	4
u_fifo_in.ram	256
u_fifo_in.t_ram_port1	32
u_fifo_in.bufferCC_3.buffers_1	1
u_fifo_in.popCC_popPtr	3
u_fifo_in.pushToPopGray_buffercc.buffers_0	4
u_fifo_in.pushCC_pushPtr	4
u_fifo_in.bufferCC_3.buffers_0	1
u_fifo_in.popToPushGray_buffercc.buffers_1	4
u_fifo_in.popToPushGray_buffercc.buffers_0	4
u_fifo_in.pushCC_pushPtrGray	3
==> timing repair <==
action                     in CTS  in global routing
resized                       143                 73
cloned                         15                  3
buffers inserted               40                 14
setup endpoints to repair     335                306
pin swaps                      17                 24
Power is estimated from default activity; no workload was simulated.
